[design.v]
module shubham  
(
    input wire clk,
    input wire n_rst,
    input wire r_enable,
    input wire w_enable,
    input wire [82:0]w_data,
    output reg [82:0]r_data,
    output reg empty,
    output reg full
);
    reg [82:0]data1, next_data1;
    reg [82:0]data2, next_data2;    
    reg [82:0]data3, next_data3;
    reg [82:0]data4, next_data4;
    reg [2:0] w_pointer, next_w_pointer;
	reg [82:0] nextr_data;
	reg next_empty, next_full;
  always_ff @ (posedge clk, negedge n_rst)
  begin
    if(n_rst == 0)
    begin
      data1 = '0;
      data2 = '0;
      data3 = '0;
      data4 = '0;
      w_pointer = '0;
      r_data = '0;
      empty = 1;
      full = 0;
    end
    else
      begin
	 	 data1 = next_data1;
         data2 = next_data2;
         data3 = next_data3; 
         data4 = next_data4;
         w_pointer = next_w_pointer;
         r_data = nextr_data;
         empty = next_empty;
         full =next_full;
      end
  end
  always_comb begin  
      next_data1 = data1;
      next_data2 = data2;
      next_data3 = data3; 
      next_data4 = data4;
      nextr_data = r_data;
      next_w_pointer = w_pointer;
      if(w_enable) begin
      	 if(~full) begin
      	       next_w_pointer = w_pointer + 1;    
		       if(w_pointer == 0) begin
			   		next_data1 = w_data;
		       end
		       if(w_pointer == 1) begin
	 	     			next_data2 = w_data;
		       end
		       if(w_pointer == 2) begin
		          next_data3 = w_data;
		       end
		       if(w_pointer == 3) begin
		          next_data4 = w_data; 
		       end
		 end
      end
      else if(r_enable) begin
      		if(~empty) begin
      		    next_w_pointer = w_pointer - 1; 
      			nextr_data = data1;
		  		next_data1 = data2;
		  		next_data2 = data3;
		  		next_data3 = data4;
		  		next_data4 = '0;
		  	end
      end
  end
	assign next_full = (next_w_pointer == 3'b100);
	assign next_empty = (next_w_pointer == 3'b000);
endmodule
[run.sh]
#!/bin/bash
# OpenROAD 26Q1-2900-gdf79404cd8, Yosys 0.63+post, stock flow scripts
make -C /OpenROAD-flow-scripts/flow DESIGN_CONFIG=/design/flow/config.mk WORK_HOME=/design/flow/orfs finish
[config.mk]
export PLATFORM = sky130hd
export DESIGN_NAME = shubham
export DESIGN_NICKNAME = shubham
export VERILOG_FILES = /design/flow/design.v
export SDC_FILE = /design/flow/constraint.sdc
export NUM_CORES = 4
export LEC_CHECK = 1
export CORE_UTILIZATION = 40
[constraint.sdc]
current_design shubham

set clk_period 20.1
set clk_io_pct 0.2

create_clock -name clk0 -period $clk_period [get_ports {clk}]

set non_clock_inputs [all_inputs -no_clocks]
set_input_delay [expr $clk_period * $clk_io_pct] -clock clk0 $non_clock_inputs
set_output_delay [expr $clk_period * $clk_io_pct] -clock clk0 [all_outputs]
==> qor.txt <==
Status -> finished clean
Number of enable flip-flop cells -> 0
Synth top cells by count -> dfrtp_1 (419), a21oi_1 (251), mux2i_1 (250), nor2_1 (250)
CORE AREA -> 0.0433 mm²
Peak VDD IR -> 0.0000933 V
RSZ-0062 raised after global routing -> false
Max layer used -> met5
Vias in the first global route -> 11525
Post-Route WL -> 37.3 mm
Drt via density -> 5.12
XOR Share, Synth -> 0.000992
Log Warnings -> 35
Sequential area share after synthesis -> 0.595
Max Clock Freq -> 0.151 GHz
DRT met1 WL -> 17.7 mm
Synth flops -> 420
Setup WS post-layout -> 13.47 ns
Row Count -> 76
# port buffers -> 171
DRT Pass-1 Iters -> 5
Top comb family, area -> multiplexers
Hold Vio Cnt, Final -> 0
Global-route wire length before repair -> 61.7 mm
Chip area -> 0.0450 mm²
Area grow syn2layout -> 21.0%
FFs w/ async S/R, synth -> 1.00
Starting Density -> 0.408
Crit start category -> input pin
WL/cell -> 16.8 µm
Yosys adder share -> 0.00425
Worst hold-check path type -> reg2reg
Gate Area -> 0.00661 mm²
Setup TNS -> 0 ns
CTS Sinks -> 420
Storage cell area -> 0.0105 mm²
Total CTS buffers -> 46
HPWL Detailed -> 21.8 mm
Total chip power -> 3.16 mW
Simple-Gate Area Share -> 0.0566
Maximum root-to-sink buffer count -> 3
Top Ports -> 172
Rel. slew slack -> 0.466
Setup-failing EPs final -> 0
Cell Type Count -> 25
Largest area contributor in the netlist -> dfrtp_1
Layout cells sized above 1 -> 0.115
CP Max Fanout -> 100
Post-synth top area share -> 0.594
Slew @ Worst Pin -> 0.801 ns
Fin crit share -> 0.330
Setup crit end kind -> register
Crit Path Category -> in2reg
Layout Cells excl Fill -> 2222
CTS tree -> yes
Top cells by area -> dfrtp_1 (59%), mux2i_1 (14%), a21oi_1 (7.1%)
Chip Area, Yosys -> 0.0177 mm²
Grt total ovfl -> 0
Static leakage -> 9.40 nW
Setup Fix Bufs, Post-CTS -> 0
Tally of filler cells in the layout -> 3685
H-tree depth -> 2
Dpl ws -> 12.90 ns
Via Count -> 11366
Flop2flop setup slack -> 17.10 ns
Synth Instances -> 1473
Clock transition at path regs -> 0.06 ns
Antenna Violating Nets Remaining -> 0
WP data required -> 20.59 ns
Post-route cell area -> 0.0214 mm²
Antenna violations before repair -> 4
Root Driver -> clkbuf_16
Antenna diodes -> 0
Placed Instance Area -> 0.0198 mm²
Total track usage -> 0.179
Buf+Inv Stages, Crit Path -> 3
Mapped Area -> 0.0177 mm²
Top-count cell post-synth -> dfrtp_1
WL met2 -> 17.0 mm
WP data arrival -> 7.12 ns
Clk_skew -> 0.0251 ns
Critical-path cell list -> buf_8 > buf_12 > nor3b_2 > a21o_4 > buf_4 > nor2_1 > a21oi_1
Die width -> 212 µm
# DRC -> 0
Insertion Delay late pin -> 0.57 ns
Ys cells -> 1473
Placed insts -> 2139
Max-cap violations -> 0
Largest net degree at the start of global routing -> 116
Crit-path slowest cell -> buf_4
Chip Height -> 212 µm
Mean Syn Cell Area -> 12.0 µm²
Cts repair resizes -> 0
Pins over their slew limit -> 0
Compound Share, Synth -> 0.115
MUX share of area -> 0.195
Yosys warning total -> 3
Main synth FF type -> dfrtp_1
CP max stage delay -> 0.64 ns
Hold-fix buffers, CTS -> 0
Crit path time final -> 6.63 ns
Power Density -> 148 mW/mm²
Crit-path leading delay family -> buffers and inverters
Met3 routed WL -> 1.78 mm
RePlAce Congestion -> 0.755
Drt initial violations -> 561
[final cells by class]
class                           count  share of cell area
Clock buffer                       72              0.0674
Clock inverter                     11             0.00761
Inverter                            4            0.000703
Multi-Input combinational cell    940               0.309
Sequential cell                   420               0.492
Tap cell                          585              0.0343
Timing Repair Buffer              190              0.0890
[path summary, 6_finish.rpt]
kind | startpoint | end | depth (start not counted)
min | data1[2]$_DFFE_PN0P_ | r_data[2]$_DFFE_PN0P_ | 1
min in group asynchronous | n_rst | r_data[21]$_DFFE_PN0P_ | 1
min reg2reg | data1[2]$_DFFE_PN0P_ | r_data[2]$_DFFE_PN0P_ | 1
max in group asynchronous | n_rst | data2[56]$_DFFE_PN0P_ | 3
max reg2reg | empty$_DFF_PN1_ | data2[44]$_DFFE_PN0P_ | 7
max | w_enable | data2[44]$_DFFE_PN0P_ | 7
[per-stage QoR]
| stage | hold slack (ns) | util |
|---|---|---|
| 5_1_grt | 0.509 | 0.494 |
| 3_3_place_gp | 0.481 | 0.457 |
| 3_5_place_dp | 0.481 | 0.457 |
| 6_report | 0.489 | 0.494 |
| 4_1_cts | 0.497 | 0.494 |
| 2_1_floorplan | 0.455 | - |
[flip-flops by register name, summed over array words and instances, names as in the netlist]
| register | count |
|---|---|
| empty | 1 |
| data4 | 83 |
| r_data | 83 |
| full | 1 |
| data2 | 83 |
| data1 | 83 |
| w_pointer | 3 |
| data3 | 83 |
[cell usage in the layout, fill, tap and decap left out, types with 4 or more instances in the layout]
cell	count
dfrtp_1	419
ha_1	6
inv_1	4
a21oi_1	251
nor2_1	249
clkbuf_8	17
a22o_1	83
mux2_2	84
clkdlybuf4s50_1	169
buf_4	16
clkinv_2	5
mux2i_1	250
bufinv_16	4
clkbuf_16	47
clkbuf_1	8
[cell families (layout without fill, tap and decap cells)]
logic type / after synthesis / count (layout)
XOR/XNOR: 2 / 2
AND-OR/OR-AND: 340 / 340
multiplexers: 334 / 334
buffers and inverters: 113 / 277
AND/OR/NAND/NOR: 258 / 258
adder cells (fa/ha/maj): 6 / 6
flip-flops: 420 / 420
[per-layer routing]
layer / track usage / up-vias
li1: - / 5474
met4: 0.0320 / 8
met2: 0.266 / 182
met5: 0 / -
met1: 0.286 / 5641
met3: 0.0374 / 61
[report_power, final]
part | internal [mW] | leakage (nW) | switching, mW | total, mW
Combinational | 0.465 | 3.75 | 0.374 | 0.838
Sequential | 1.24 | 4.86 | 0.209 | 1.45
Clock | 0.542 | 0.796 | 0.333 | 0.875
Total | 2.25 | 9.40 | 0.916 | 3.16
No activity file was given, so power comes from the tool's default toggle rates.
